**/design/flow/run.sh**
```bash
#!/bin/bash
# OpenROAD 26Q1-2900-gdf79404cd8, Yosys 0.63+post, stock flow scripts
make -C /OpenROAD-flow-scripts/flow DESIGN_CONFIG=/design/flow/config.mk WORK_HOME=/design/flow/orfs finish
```
**/design/flow/config.mk**
```make
export PLATFORM = sky130hd
export DESIGN_NAME = oled_data_gen_vStatusStream
export DESIGN_NICKNAME = oled_data_gen_vStatusStream
export VERILOG_FILES = /design/flow/design.v
export SDC_FILE = /design/flow/constraint.sdc
export NUM_CORES = 4
export LEC_CHECK = 1
export CORE_UTILIZATION = 50
```
**/design/flow/constraint.sdc**
```tcl
current_design oled_data_gen_vStatusStream

set clk_period 7.4
set clk_io_pct 0.2

create_clock -name clk0 -period $clk_period [get_ports {clk}]

set non_clock_inputs [all_inputs -no_clocks]
set_input_delay [expr $clk_period * $clk_io_pct] -clock clk0 $non_clock_inputs
set_output_delay [expr $clk_period * $clk_io_pct] -clock clk0 [all_outputs]
```
**/design/flow/design.v**
```verilog
module oled_data_gen_vStatusStream(
    input clk,
    input rst_n,
    output   reg          i2c_rh_wl  , 
    output   reg          i2c_exec   , 
    output   reg  [15:0]  i2c_addr   , 
    output   reg  [ 7:0]  i2c_data_w , 
    input         [ 7:0]  i2c_data_r , 
    input                 i2c_done   , 
    input                 i2c_ack     
);
parameter      WR_WAIT_TIME = 14'd5000;  
reg   [9:0]    flow_cnt  ;  
reg   [13:0]   wait_cnt  ;  
reg [7:0] i2c_init_data [0:27];
reg init_done;
localparam INIT_STATUS = 0;
localparam CHAR_STATUS = 1;
reg [3:0] status;
reg [15:0] i2c_addr_init;
reg [7:0] i2c_data_w_init;
reg i2c_exec_init;
reg [15:0] i2c_addr_char;
reg [7:0] i2c_data_w_char;
reg i2c_exec_char;
always@(*)begin
    case(status)
        INIT_STATUS: begin
            i2c_addr <= i2c_addr_init;
            i2c_data_w <= i2c_data_w_init;
            i2c_exec <= i2c_exec_init;
        end
        CHAR_STATUS: begin
            i2c_addr <= i2c_addr_char;
            i2c_data_w <= i2c_data_w_char;
            i2c_exec <= i2c_exec_char;
        end
    endcase
end
always @(posedge clk or negedge rst_n) begin
    if(~rst_n) begin
        i2c_exec_init   <= 1'b0;
        flow_cnt   <= 2'b0;
        i2c_rh_wl  <= 1'b0;
        i2c_addr_init   <= 16'b0;
        i2c_data_w_init <= 8'b0;
        wait_cnt   <= 14'b0;
        status <= 1'b0;
        i2c_init_data[0]  <= 8'hAE; i2c_init_data[1]  <= 8'h02;
        i2c_init_data[2]  <= 8'h10; i2c_init_data[3]  <= 8'h40;
        i2c_init_data[4]  <= 8'hB0; i2c_init_data[5]  <= 8'h81;
        i2c_init_data[6]  <= 8'hFF; i2c_init_data[7]  <= 8'hA1;
        i2c_init_data[8]  <= 8'hA6; i2c_init_data[9]  <= 8'hA8;
        i2c_init_data[10] <= 8'h3F; i2c_init_data[11] <= 8'hAD;
        i2c_init_data[12] <= 8'h8B; i2c_init_data[13] <= 8'h33;
        i2c_init_data[14] <= 8'hC8; i2c_init_data[15] <= 8'hD3;
        i2c_init_data[16] <= 8'h00; i2c_init_data[17] <= 8'hD5;
        i2c_init_data[18] <= 8'h80; i2c_init_data[19] <= 8'hD8;
        i2c_init_data[20] <= 8'h05; i2c_init_data[21] <= 8'hD9;
        i2c_init_data[22] <= 8'h1F; i2c_init_data[23] <= 8'hDA;
        i2c_init_data[24] <= 8'h12; i2c_init_data[25] <= 8'hDB;
        i2c_init_data[26] <= 8'h40; i2c_init_data[27] <= 8'hAF;
        init_done <= 1'b0;
    end
    else begin
        if(~init_done)begin
            i2c_exec_init <= 1'b0;
            if (flow_cnt < 28) begin
                wait_cnt <= wait_cnt + 1'b1;
                if (wait_cnt == WR_WAIT_TIME - 1) begin
                    i2c_exec_init   <= 1'b1;
                    wait_cnt   <= 14'b0;
                    i2c_addr_init   <= 8'h00;  
                    i2c_data_w_init <= i2c_init_data[flow_cnt];  
                    flow_cnt   <= flow_cnt + 1'b1;
                end
            end else begin
                init_done <= 1'b1;
                status <= CHAR_STATUS;
            end
        end
    end
end    
parameter POS_SET_NUM = 3;
parameter CHAR_NUM = 28;
reg pos_set_done;
reg char_done;
reg [7:0] pos_data [2:0];
reg [7:0] char_data [5:0];
reg [6:0] x_pos;
reg [6:0] y_pos;
reg [9:0] char_flow_cnt;
always@(posedge clk or negedge rst_n)begin
    if(~rst_n)begin
        char_done <= 1'b0;
        char_flow_cnt <= 1'b0;
        i2c_exec_char <= 1'b0;
        i2c_addr_char <= 16'b0;
        i2c_data_w_char <= 8'b0;
        x_pos <= 0;
        y_pos <= 0;
        char_data[0] <= 8'h00; char_data[1] <= 8'h24; char_data[2] <= 8'h2a; char_data[3] <= 8'h7f; char_data[4] <= 8'h2a; char_data[5] <= 8'h12; 
    end else if(~pos_set_done && init_done)begin
            i2c_exec_char <= 1'b0;
            pos_data[0] <= 8'hb0 + y_pos;
            pos_data[1] <= ((x_pos & 8'hf0) >> 4) | 8'h10;
            pos_data[2] <= (x_pos & 8'hf0) | 8'h10;
            if (char_flow_cnt < POS_SET_NUM) begin
                wait_cnt <= wait_cnt + 1'b1;
                if (wait_cnt == WR_WAIT_TIME - 1) begin
                    i2c_exec_char   <= 1'b1;
                    wait_cnt   <= 14'b0;
                    i2c_addr_char   <= 8'h00;  
                    i2c_data_w_char <= pos_data[char_flow_cnt];  
                    char_flow_cnt   <= char_flow_cnt + 1'b1;
                end
            end else begin
                pos_set_done <= 1'b1;
                char_flow_cnt <= 1'b0;
            end
    end
    else begin 
        if(init_done && pos_set_done && !char_done)begin
            i2c_exec_char <= 1'b0;
            if (char_flow_cnt < CHAR_NUM) begin
                wait_cnt <= wait_cnt + 1'b1;
                if (wait_cnt == WR_WAIT_TIME - 1) begin
                    i2c_exec_char   <= 1'b1;
                    wait_cnt   <= 14'b0;
                    i2c_addr_char   <= 8'h40;  
                    i2c_data_w_char <= char_data[char_flow_cnt];  
                    char_flow_cnt   <= char_flow_cnt + 1'b1;
                end
            end else begin
                char_done <= 1'b1;
            end
        end
    end
end
endmodule
```
==> results.json <==
{
  "ys_cells": 405,
  "async_reset_ff_share_pct": 69.6,
  "error": "ERROR: Found 14 problems in 'check -assert'.",
  "yosysMostFrequentCell": "dfrtp_1",
  "ys_warn_count": 4,
  "ys_top_cells_by_area": "dfrtp_1 (35%), edfxtp_1 (11%), dlxtn_1 (3.8%)",
  "synth_cell_types": 54,
  "flop_cell": "dfrtp_1",
  "haltStage": "1_2_yosys",
  "edf_count": 14,
  "top_area_cell": "dfrtp_1",
  "status": "stopped before the end",
  "netlist.area_leader.share_pct": 34.6,
  "ys.flops": 79,
  "yosys-top-cells-count": "dfrtp_1 (54), nand2_1 (36), nor2_1 (33)",
  "yosys_area_um2": 3900
}
[logic make-up after synthesis]
logic type	synth area share, %
xor+xnor	4.71
buf+inv	8.11
flops	46.0
other cells	0.0960
mux	2.56
simple gates	18.3
compound gates	12.8
fa+ha+maj	3.52
latches	3.84
